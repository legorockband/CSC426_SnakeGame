**run.sh**
```bash
#!/bin/bash
# OpenROAD 26Q1-2900-gdf79404cd8, Yosys 0.63+post, stock flow scripts
make -C /OpenROAD-flow-scripts/flow DESIGN_CONFIG=/design/flow/config.mk WORK_HOME=/design/flow/orfs finish
```
**config.mk**
```make
export PLATFORM = sky130hd
export DESIGN_NAME = RandGen
export DESIGN_NICKNAME = RandGen
export VERILOG_FILES = /design/flow/design.v
export SDC_FILE = /design/flow/constraint.sdc
export NUM_CORES = 4
export LEC_CHECK = 1
export CORE_AREA = 10 10 83 83
export DIE_AREA = 0 0 93 93
export SYNTH_HDL_FRONTEND = slang
```
**constraint.sdc**
```tcl
current_design RandGen

set clk_period 1.6
set clk_io_pct 0.2

create_clock -name clk0 -period $clk_period [get_ports {CLK}]

set non_clock_inputs [all_inputs -no_clocks]
set_input_delay [expr $clk_period * $clk_io_pct] -clock clk0 $non_clock_inputs
set_output_delay [expr $clk_period * $clk_io_pct] -clock clk0 [all_outputs]
```
**design.v**
```verilog
`timescale 1ns / 1ps
module RandGen(
    input CLK,
    input RST,
    output [31:0] RANDOM
    );
    const logic [31:0] SEED = 32'h6B1CCA14;
    logic [31:0] r_random;
    logic s_feedback;
    assign s_feedback = ~(r_random[31] ^ r_random[21] ^ r_random[1] ^ r_random[0]);
    assign RANDOM = r_random;
    always_ff @(posedge CLK) begin
        if (RST == 1'b1)                             
            r_random <= SEED;
        else
            r_random <= {r_random[30:0],s_feedback};  
    end
endmodule
```
==> impl_metrics.tcl <==
# implementation run metrics
set metrics [dict create \
    status "finished, final reports clean" \
    synthAdderAreaFrac_pct 0 \
    startpoint "RANDOM[21]" \
    setup.worst_path.end "RANDOM[21]" \
    stdcell_area_um2 1400 \
    hpwlAfterDp_um 1330 \
    cts_tree "built" \
    synth_cells 70 \
    ys_sh_aoi_pct 0 \
    synthesis.yosys.warnings 0 \
    syn-mean-instance-area_um2 12.6 \
    p_per_area_nw_per_um2 1220 \
    hp-class "flop to flop" \
    largest_reg_flops 32 \
    final-max-slew-violation-count 0 \
    maxCapViolCount 0 \
    timing.reg2reg.setup_slack_ns 0.70 \
    postRouteAntennaNets 0 \
    pin_count_of_the_biggest_net_entering_global_routing 33 \
    h-tree-depth 2 \
    worstSetupEndpointType "output port" \
    synth_stat.cells 70 \
    p_leak_nw 0.533 \
    critical_path.reg2reg.endpoint "RANDOM[0]" \
    core_region_area_um2 5140 \
    routed_wire_length_per_instance_um 10.4 \
    critical_path_cell_count 1 \
    number_of_sinks_handled_by_clock_tree_synthesis 32 \
    layout_min_cycle_time_ns 1.45 \
    slew_headroom_pct 86.8 \
    p_total_mw 1.70 \
    preCtsSetupSlack_ns 0.287 \
    weighted_congestion_at_the_end_of_routability_driven_global_placement 0.717 \
    timing.setup.tns_ns 0 \
    grt_pass1_wl_um 3150 \
    synthXorXnorAreaFrac_pct 2.98 \
    finalHoldViolCount 0 \
    antenna_found_initial 0 \
    max_clk_rate_ghz 0.688 \
    placed_cell_area_um2 1310 \
    synth_simple_gate_area_share_pct 22.7 \
    finalSetupViolCount 0 \
    syn_area_um2 882 \
    first_pass_iters 2 \
    worst_setup_path_start_kind "flop" \
    drt-total-wl_um 1860 \
    yosys-mux-area-fraction_pct 0 \
    num_vias 553 \
    core_util_floorplan_pct 17.2 \
    openroad.warnings 25 \
    rsz0062_at_grt "no" \
    post_cts_resized 0 \
    final_period_util_pct 90.8 \
    route.antenna.diode_count 0 \
    r2r.worst_path.cells 3 \
    area_growth_pct 58.4 \
    vias_per_instance 3.09 \
    required_time_reported_for_the_critical_path_endpoint_ns 1.28 \
    cts_hold_bufs 0 \
    tightestPinTransition_ns 0.198 \
    overflow 0 \
    yosys_area_um2 882 \
    path_clk_slew_ns 0.06 \
    postCtsSetupRepairBufs 0 \
    timing.setup.critical_path_class "flop to output port" \
    chipArea_um2 8650 \
    chipHeight_um 93 \
    nFillCells 555 \
    cpLargestDelayFamily "buffers and inverters" \
    row_count 26 \
    count_of_input_and_output_buffers 33 \
    cp.buffers_inverters 1 \
    worst_ep_arrival_time_ns 1.13 \
    clock.latency.late_pin_ns 0.27 \
    critical_path_cell_by_cell "clkdlybuf4s50_1" \
    final_critical_path_setup_slack_ns 0.147 \
    clock_skew_ns 0.00208 \
    cts_root_buf "sky130_fd_sc_hd__clkbuf_8" \
    crit_fanout 3 \
    synth-seq-cells 32 \
    ir_drop_mv 0.562 \
    global_route.usage.total_pct 4.51 \
    first_global_vias 602 \
    drt_first_iter_violations 8 \
    max-clock-path-buffers 2 \
    boundary_pins 34 \
    ys_seq_share_pct 72.6 \
    cts_buf_count 5 \
    comb_area_leader "simple AND/OR/NAND/NOR gates" \
    count_of_different_cell_masters_after_synthesis 8 \
    cpMaxStageDelayCell "sky130_fd_sc_hd__clkdlybuf4s50_1" \
    maximum_single_stage_delay_on_the_critical_path_ns 0.49 \
    timing.rr.start "RANDOM[21]" \
    post-route-drc-count 0 \
    drive_gt1_share_pct 9.17 \
    die-width_um 93 \
]
[cell families (layout without fill, tap and decap cells)]
logic type	count (synthesis)	in the layout
DFF	32	32
buffers and inverters	3	42
xor gates and xnor gates	3	3
and+or+nand+nor	32	32
[synth_stat cells]
library cell / n / area (um2)
sky130_fd_sc_hd__dfxtp_1: 32 / 641
sky130_fd_sc_hd__nor2b_1: 16 / 100
sky130_fd_sc_hd__or2_1: 14 / 87.6
sky130_fd_sc_hd__buf_2: 3 / 15.0
sky130_fd_sc_hd__xnor2_1: 2 / 17.5
sky130_fd_sc_hd__nor2_1: 1 / 3.75
sky130_fd_sc_hd__nor2b_2: 1 / 8.76
sky130_fd_sc_hd__xor2_1: 1 / 8.76
[through the flow]
step / hold WS, ns / instances / utilization (%)
after floorplan: 0.383 / 70 / -
after global placement: 0.419 / 171 / 25.4
after detailed placement: 0.417 / 171 / 25.4
after CTS: 0.432 / 179 / 27.2
after global routing: 0.456 / 179 / 27.2
final: 0.430 / 179 / 27.2
[final cells by class]
cell class	instances	area (um2)	area share [%]
flip-flops and latches	32	641	45.8
clock inverters	2	10.0	0.716
well taps	70	87.6	6.27
repair buffers	34	350	25.1
multi-input cells	35	226	16.2
clock buffers	6	82.6	5.91
[cell usage in the layout (no fill, tap or decap)]
cell                              count
sky130_fd_sc_hd__clkdlybuf4s50_1     33
sky130_fd_sc_hd__dfxtp_1             32
sky130_fd_sc_hd__nor2b_1             16
sky130_fd_sc_hd__or2_1               14
sky130_fd_sc_hd__clkbuf_8             6
sky130_fd_sc_hd__xnor2_1              2
sky130_fd_sc_hd__clkinv_2             2
sky130_fd_sc_hd__nor2b_2              1
sky130_fd_sc_hd__xor2_1               1
sky130_fd_sc_hd__nor2_1               1
sky130_fd_sc_hd__buf_12               1
[per-layer routing]
metal	vias up	global-route usage (%)	routed length (um)	part of all wire, %
li1	283	-	-	-
met1	237	5.91	835	45
met2	29	5.84	716	39
met3	4	3.39	293	16
met4	0	0.771	11	0.59
met5	-	0	0	0
[how the worst min path moves through the flow]
| stage | cells after the start | end | from | slack, ns |
|---|---|---|---|---|
| after CTS | 1 | RANDOM[20] | RANDOM[19] | 0.43 |
| final | 1 | RANDOM[20] | RANDOM[19] | 0.43 |
| after global routing | 1 | RANDOM[20] | RANDOM[19] | 0.46 |
[power by group]
| group | total, mW | switching, mW | internal, mW | leakage [nW] |
|---|---|---|---|---|
| combinational | 0.201 | 0.0468 | 0.154 | 0.215 |
| sequential | 0.898 | 0.0360 | 0.862 | 0.267 |
| clock | 0.603 | 0.261 | 0.342 | 0.0510 |
Power and IR drop assume default switching activity.
